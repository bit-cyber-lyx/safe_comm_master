`flow/constraint.sdc`:
```
current_design shift7

set clk_period 1.0
set clk_io_pct 0.2

create_clock -name clk0 -period $clk_period [get_ports {clk}]

set non_clock_inputs [all_inputs -no_clocks]
set_input_delay [expr $clk_period * $clk_io_pct] -clock clk0 $non_clock_inputs
set_output_delay [expr $clk_period * $clk_io_pct] -clock clk0 [all_outputs]
```
`flow/run.sh`:
```
#!/bin/bash
# OpenROAD 26Q1-2900-gdf79404cd8, Yosys 0.63+post, stock flow scripts
make -C /OpenROAD-flow-scripts/flow DESIGN_CONFIG=/design/flow/config.mk WORK_HOME=/design/flow/orfs finish
```
`flow/config.mk`:
```
export PLATFORM = sky130hd
export DESIGN_NAME = shift7
export DESIGN_NICKNAME = shift7
export VERILOG_FILES = /design/flow/design.v
export SDC_FILE = /design/flow/constraint.sdc
export NUM_CORES = 4
export LEC_CHECK = 1
export CORE_AREA = 10 10 70 70
export DIE_AREA = 0 0 80 80
```
`flow/design.v`:
```
`timescale 1ns / 1ps
module shift7(
    input           clk,     
    input           rst,	
    input    [6:0]  datain,  
    output          dataout 
);
reg [6:0] data;
always @(posedge clk)
	if(!rst)
		data <= datain;		
	else
		begin
			data[6] <= 1'b0;
			data[5] <= data[6];
			data[4] <= data[5];
			data[3] <= data[4];
			data[2] <= data[3];
			data[1] <= data[2];
			data[0] <= data[1];    
		end
assign dataout = data[0];	
endmodule
```
==> results.py <==
# Synthesis and PnR figures
metrics = {
    "cells_and_area": {
        "fin_area_um2": 432,
        "largest_register_ffs": 7,
        "nFillCells": 403,
        "areaGrowthSynthToFinish_pct": 72.5,
        "drive_above_1_share_pct": 41.4,
        "largest_registers": "data (7)",
        "top_register": "data",
    },
    "yosys": {
        "yosys_warnings": 1,
        "ys_area_um2": 250,
        "syn_area_per_cell_um2": 16.7,
        "synthCells": 15,
        "ys_cells": 15,
        "ys_types": 4,
        "yosysTopAreaCell": "dfxtp_1",
        "ys_ff": 7,
        "top_cell_area_share_pct": 56.0,
        "synth.cell_area_um2": 250,
        "yosys-top-cells-area": "dfxtp_1, mux2_4, buf_6",
        "ys_seq_share_pct": 56.0,
    },
    "floorplanning": {
        "die.size.y_um": 80,
        "rows": 21,
        "io_pins": 10,
        "core_area_um2": 3420,
        "chip_area_um2": 6400,
        "fp.dieW_um": 80,
        "initCoreUtil_pct": 7.33,
    },
    "sta": {
        "tightest_slew_ns": 0.0969,
        "fin_crit_ns": 0.982,
        "timing.fmax_mhz": 1020,
        "clock_skew_ns": 0.00288,
        "slew_violations": 0,
        "hold_viol_final": 0,
        "setup-tns-final_ns": 0,
        "hold_slack_ns": 0.453,
        "slew_headroom_pct": 93.5,
        "rsz0062_at_grt": "false",
        "setup_viol": 0,
        "fin_crit_sh_pct": 98.2,
    },
    "clocking": {
        "clk_pin_slew_ns": 0.05,
        "cts_hold_buf": 0,
        "worst_skew_pair.late_latency_ns": 0.25,
        "ctsResizeCount": 1,
        "cts_buffer_depth": 2,
        "cts_tree": "done",
        "postCtsSetupBuffers": 0,
        "clockRootBuffer": "clkbuf_4",
        "cts-buffers-inserted": 3,
        "cts.sinks": 7,
        "htree_num_levels": 1,
    },
    "flow_run": {
        "warning_count": 25,
        "maxCapViolations": 0,
    },
    "critical_path": {
        "slowest_delay_ns": 0.49,
        "end_kind": "flop",
        "crit_path_max_fanout": 3,
        "crit_path_start_kind": "primary input",
        "crit_arrival_ns": 1.12,
        "cp.required_ns": 1.14,
        "cp_cell_sequence": "clkdlybuf4s50_1, buf_4, mux2_4",
        "crit_type": "primary input to flop",
        "crit_slowest_cell": "clkdlybuf4s50_1",
    },
    "power_and_ir_drop": {
        "p_total_mw": 0.654,
        "combPwrFrac_pct": 14.0,
        "p_leak_nw": 0.175,
        "clkPwrFrac_pct": 38.3,
        "p_switching_mw": 0.124,
        "powerDensity_nw_per_um2": 1520,
        "swShare_pct": 18.9,
        "p_int_mw": 0.531,
        "power.share.sequential_pct": 47.7,
        "ir_drop_v": 0.000811,
    },
    "global_route": {
        "overflow": 0,
        "grt_max_degree": 5,
        "grt_pass1_vias": 188,
        "grt_pass1_wl_um": 883,
        "grtUsageTotal_pct": 1.90,
        "antenna_found_initial": 0,
    },
    "routing": {
        "ant_nets": 0,
        "drc": 0,
        "num_vias": 156,
        "routed_wl_um": 531,
        "drtIter0Drc": 6,
        "first_pass_iters": 2,
        "routed_via_density": 2.08,
        "routedWlPerCell_um": 7.08,
        "insertedDiodeCount": 0,
    },
    "placed_design": {
        "placed_cell_area_um2": 402,
        "numPortBuffers": 9,
        "routabilityCongestion": 0.657,
        "dp_hpwl_um": 441,
    },
    "status": {
        "status": "finished, final reports clean",
    },
    "hold_path": {
        "worstHoldPathType": "flop to flop",
    },
}
-- metal layers --
| metal | share of wire (%) | up-vias | global-route usage (%) |
|---|---|---|---|
| met5 | 0 | - | 0 |
| met2 | 24 | 12 | 1.93 |
| met1 | 60 | 67 | 2.48 |
| met4 | 0 | 0 | 0.176 |
| li1 | - | 77 | - |
| met3 | 16 | 0 | 2.27 |
-- synth_stat cells (all sizes together) --
master	number
and2b	1
dfxtp	7
buf	1
mux2	6
-- layout make-up --
class,instances,area (um2),area share (%)
sequential,7,140,32.5
timing repair buffer,11,109,25.2
multi-input combinational,7,98.8,22.9
tap,46,57.6,13.3
clock buffer,4,26.3,6.09
-- power groups by stage --
stage / Combinational, mW / Sequential, mW / Clock (mW)
after CTS: 0.0904 / 0.312 / 0.266
after global routing: 0.0990 / 0.314 / 0.283
final: 0.0914 / 0.312 / 0.251
-- cells in the final DEF, fill, tap and decap left out --
cell type,instances
mux2_4,6
buf_4,1
clkdlybuf4s50_1,8
clkbuf_4,3
and2b_2,1
clkbuf_1,1
buf_6,1
dfxtp_1,7
clkdlybuf4s15_1,1
-- stage by stage --
stage | setup WS (ns) | utilization (%) | cells
after floorplan | 0.280 | - | 15
after global placement | -0.231 | 11.8 | 71
after detailed placement | -0.250 | 11.8 | 71
after CTS | 0.00784 | 12.5 | 75
after global routing | 0.00192 | 12.6 | 75
final | 0.0182 | 12.6 | 75
-- critical path, delay by kind of cell --
family	cells	cell delay [ns]
buf+inv	2	0.63
mux	1	0.29
-- path summary, 6_finish.rpt --
check               start      end  slack (ns)  depth (start not counted)
setup / recovery      rst  data[5]        0.02                          3
hold / removal    data[1]  data[0]        0.45                          1
setup reg to reg  data[2]  data[1]        0.34                          1
hold reg to reg   data[1]  data[0]        0.45                          1
-- cell families (layout without fill, tap and decap cells) --
logic type             after synthesis  after routing  share of synthesized area (%)
AND/OR/NAND/NOR                      1              1                           3.50
flip-flops                           7              7                           56.0
buffers and inverters                1             15                           4.50
multiplexers                         6              6                           36.0
No activity file was given, so power comes from the tool's default toggle rates.
